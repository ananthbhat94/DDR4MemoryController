### ./config.mk
export PLATFORM = sky130hd
export DESIGN_NAME = CountdownTimer
export DESIGN_NICKNAME = CountdownTimer
export VERILOG_FILES = /design/flow/design.v
export SDC_FILE = /design/flow/constraint.sdc
export NUM_CORES = 4
export LEC_CHECK = 1
export CORE_AREA = 10 10 112 112
export DIE_AREA = 0 0 122 122
### ./run.sh
#!/bin/bash
# OpenROAD 26Q1-2900-gdf79404cd8, Yosys 0.63+post, stock flow scripts
make -C /OpenROAD-flow-scripts/flow DESIGN_CONFIG=/design/flow/config.mk WORK_HOME=/design/flow/orfs finish
### ./design.v
interface C2MInterface
#(
	parameter DWIDTH = 512, AWIDTH = 32
)
(
	input logic clock,reset
);	
logic [DWIDTH-1:0] data_tran; 	 
logic [AWIDTH-1:0] addr;		 
logic rw;						 
logic valid_tran;				 
logic [2:0] tag_tran;			 
logic ack_tran;					 
logic full;						 
logic [DWIDTH-1:0] read_data;	 
logic [2:0] tag_data;			 
logic ack_data;					 
logic valid_data;				 
modport Cache_tran	(
						input 	ack_tran,tag_tran,full,reset,clock,
						output  addr, data_tran, rw, valid_tran
					);
modport Cache_data 	(
						input read_data,reset,clock,tag_data,valid_data,
						output ack_data
					);
modport Mem_tran	(
						input clock,reset,addr,data_tran,rw,valid_tran,
						output 	ack_tran,tag_tran,full
					);
modport Mem_data	(
						input ack_data,reset,clock,
						output read_data,tag_data,valid_data						
					);
endinterface
module CountdownTimer(clock, Reset, HitZero,Load);
input clock;
input Reset;
input logic [31:0] Load;
output HitZero;
reg [31:0] Count;
assign HitZero = (Count == 0);
always @(posedge clock)
begin
if (Reset)
    Count <= Load;
else
    Count <= Count - 1;
end
endmodule
### ./constraint.sdc
current_design CountdownTimer

set clk_period 7.7
set clk_io_pct 0.2

create_clock -name clk0 -period $clk_period [get_ports {clock}]

set non_clock_inputs [all_inputs -no_clocks]
set_input_delay [expr $clk_period * $clk_io_pct] -clock clk0 $non_clock_inputs
set_output_delay [expr $clk_period * $clk_io_pct] -clock clk0 [all_outputs]
==> job_summary.md <==
## Synthesis and layout report

| Metric | Value |
|---|---|
| Status | finished, final reports clean |
| Reg power frac | a little over 50% |
| CP max FO | 5 |
| Max Freq | around 240 MHz |
| CTS tree | yes |
| Late-Pin Clk Latency | 0.28 ns |
| Biggest area cells | dfxtp_1 (38%), or4_1 (7.7%), a31oi_1 (5.3%) |
| Synth warn | 1 |
| Peak supply drop | about 64 uV |
| Most flops, register | Count |
| Cells after Synth | around 200 |
| CP max-delay cell | or3b_2 |
| Max-cap violations | 0 |
| CTS clk-pin slew, worst paths | approximately 0.070 ns |
| Crit start category | flip-flop |
| Final worst setup slack | approximately 3.5 ns |
| Worst min path class | flip-flop to flip-flop |
| Final non-filler cell area | around 0.0022 sq mm |
| Layout cells sized above 1 | between 6 and 7% |
| Die height | 122 microns |
| Setup crit end kind | output port |
| Post-synth EDFFs | 0 |
| Arrival @ worst endpoint | 2.67 ns |
| Cell Type Count | 30 |
| Critical Path RT | about 6 ns |
| Sink Count | 32 |
| OpenROAD warning count | 25 |
| Worst Tran Pin Value | approximately 0.57 ns |
| R2R Path Start | Count[0] |
| Syn Area/Cell | about 8.2 sq um |
| GR Util All Layers | ~6% |
| Number of global-route vias before repair | approximately 1500 |
| Hold Vio Cnt, Final | 0 |
| Inserted Clock Buffers | 5 |
| Core Box Area | between 0.01 and 0.015 sq mm |
| Flops after synth | 32 |
| Row count | 37 |
| DP Area | between 0.002 and 0.0025 sq mm |
| Crit-path max cell delay | between 0.5 and 0.6 ns |
| Hold Buf Count CTS | 0 |
| Vias | roughly 1600 |
| Psw | 105 uW |
| IO Port Bufs | 34 |
| Clock skew | between 0.004 and 0.005 ns |
| Hold Path Stages | 2 |
| DIE AREA | roughly 0.015 sq mm |
| Pint | 282 uW |
| Critical path startpoint | Count[0] |
| Relative slew slack | 61.9% |
| Fp util | between 10% and 20% |
| Hold Crit Start | Count[23] |
| Synthesized area | approximately 0.0017 sq mm |
| Placer congestion estimate | roughly 0.8 |
| HPWL after DPL | 3350 microns |
| Cts repair resizes | 0 |
| WL per Instance | 12.8 microns |
| Share of the synthesized area in the top cell type | between 30% and 40% |
| Hold slack | between 0.4 and 0.5 ns |
| P per Cell Area | 176 mW/mm^2 |
| Top cells by count, synth | dfxtp_1 (32), nor2_1 (19), or4_1 (17), nand2_1 (16), a31oi_1 (14) |
| Ys flop type | dfxtp_1 |
| Crit path cell chain | inv_1, ha_1, or3b_2, nor4_1, nand2_1, nor3_1, clkdlybuf4s50_1 |
| Clk pwr share | 31.1% |
| Final ANT Viol Nets | 0 |
| Final min period | ~4.2 ns |
| Final setup vio count | 0 |
| # DRC | 0 |
| Critical path class | flip-flop to output port |
| Reg2Reg Depth | 6 |
| # IOs | 35 |
| Fin cells | approximately 370 |
| Cycle use final | 54.7% |
| Max reg flops | 32 |
| Pre-CTS setup slack | between 3 and 4 ns |
| Layout Utilization | 21.5% |
| Setup_tns | 0 ns |
| H-tree depth | 2 |
| Starting DRT DRC Count | 100 |
| Overflow left after global routing | 0 |
| Sw frac | between 20% and 30% |
| Largest net degree at the start of global routing | 37 |
| Post-synth ARST share | 0% |
| Largest registers | Count: 32 flops |
| Chip area in the Yosys report | about 0.0017 sq mm |
| Post-placement cell count | between 300 and 400 |
| P&R area growth vs syn | 32.0% |
| Antenna violations before repair | 0 |
| Bufs on Longest Clock Path | 2 |
| Area leader, netlist | dfxtp_1 |
| Hold endpoint | Count[23] |
| Drt first pass iters | 4 |
| Lkg Pwr | between 0.7 and 0.8 nW |
| Slew Limit Fails | 0 |
| Top-count cell post-synth | dfxtp_1 |
| RSZ-0062 raised after global routing | no |
| First-pass GRT wire length | 7560 microns |
| RR Endpoint | Count[30] |
| Total power | 388 uW |
| Via density | roughly 4.4 |
| Yosys Instances | 203 |
| Register share after synthesis | 38.4% |
| Root Buffer | clkbuf_8 |
| Ant. Diodes | 0 |
| Flop-to-flop setup slack | ~5 ns |
| Post-CTS Setup Inserts | 0 |
| Die Wd | between 100 and 150 microns |
| Combinational share of power | between 15 and 20% |
| Final WL | around 4700 microns |
==> worst max path at each step <==
| stage | endpoint | depth (start not counted) | slack, ns |
|---|---|---|---|
| CTS | HitZero | 7 | 3.47 |
| global route | HitZero | 7 | 3.29 |
| finish | HitZero | 7 | 3.49 |
==> per-layer routing <==
layer / up-vias / part of all wire [%] / GRT usage, %
met1: 719 / 48 / 8.60
li1: 828 / - / -
met5: - / 0 / 0
met4: 0 / 1.4 / 0.894
met3: 10 / 10 / 2.82
met2: 35 / 40 / 8.78
==> cell type report <==
type	instances	area (sq um)
clock inverters	1	5.00
flip-flops and latches	32	641
fillers	1103	8030
multi-input cells	151	947
well taps	136	170
inverters	3	11.3
repair buffers	36	355
clock buffers	6	72.6
==> logic make-up (layout without fill, tap and decap cells) <==
kind of cell,count (synthesis),count (layout),share of synthesized area [%]
buffers and inverters,20,46,4.80
adder cells (fa/ha/maj),1,1,0.750
AND-OR/OR-AND,57,57,23.3
XOR/XNOR,8,8,4.20
AND/OR/NAND/NOR,85,85,28.6
flip-flops,32,32,38.4
==> critical path: cells and delay by family (launching register included) <==
kind / cells / cell delay, ns
fa+ha+maj: 1 / 0.18
buf+inv: 2 / 0.55
simple gates: 4 / 1.33
flops: 1 / 0.33
==> cell usage in the layout, fill, tap and decap left out, drive strengths merged, types with 6 or more instances in the layout <==
cell	instances
nor4	7
clkdlybuf4s50	34
or4	17
or3	8
o21ai	12
nand2	16
nor2	19
a31oi	14
clkbuf	6
o41ai	6
xnor2	7
dfxtp	32
o31ai	10
or2	6
==> power groups by stage <==
| stage | clock network (mW) | registers [mW] | logic (mW) |
|---|---|---|---|
| 6_report | 0.121 | 0.200 | 0.0668 |
| 4_1_cts | 0.123 | 0.200 | 0.0677 |
| 5_1_grt | 0.133 | 0.203 | 0.0754 |
Power is estimated from default activity; no workload was simulated.
