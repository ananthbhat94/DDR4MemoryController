===== flow/design.v =====
interface C2MInterface
#(
	parameter DWIDTH = 512, AWIDTH = 32
)
(
	input logic clock,reset
);	
logic [DWIDTH-1:0] data_tran; 	 
logic [AWIDTH-1:0] addr;		 
logic rw;						 
logic valid_tran;				 
logic [2:0] tag_tran;			 
logic ack_tran;					 
logic full;						 
logic [DWIDTH-1:0] read_data;	 
logic [2:0] tag_data;			 
logic ack_data;					 
logic valid_data;				 
modport Cache_tran	(
						input 	ack_tran,tag_tran,full,reset,clock,
						output  addr, data_tran, rw, valid_tran
					);
modport Cache_data 	(
						input read_data,reset,clock,tag_data,valid_data,
						output ack_data
					);
modport Mem_tran	(
						input clock,reset,addr,data_tran,rw,valid_tran,
						output 	ack_tran,tag_tran,full
					);
modport Mem_data	(
						input ack_data,reset,clock,
						output read_data,tag_data,valid_data						
					);
endinterface
module Compare(Count1, Count2, Index1, Index2, Max);
input [15:0]Count1, Count2;
input [2:0]Index1,Index2;
output logic [2:0] Max;
always_comb begin
	if(Count2>Count1)
		Max = Index2;
	else 
		Max = Index1;
end
endmodule
module CalcMax#(parameter BuffLength = 8)(Counters, MaxValue);
input [BuffLength - 1:0][15:0] Counters;
output logic [2:0]MaxValue;
wire [5:0][2:0]max;
Compare c0(Counters[0],Counters[1],3'd0,3'd1,max[0]);
Compare c1(Counters[2],Counters[3],3'd2,3'd3,max[1]);
Compare c2(Counters[4],Counters[5],3'd4,3'd5,max[2]);
Compare c3(Counters[6],Counters[7],3'd6,3'd7,max[3]);
Compare c4(Counters[max[0]],Counters[max[1]],max[0],max[1],max[4]);
Compare c5(Counters[max[2]],Counters[max[3]],max[2],max[3],max[5]);
Compare c6(Counters[max[4]],Counters[max[5]],max[4],max[5],MaxValue);
endmodule

===== flow/run.sh =====
#!/bin/bash
# OpenROAD 26Q1-2900-gdf79404cd8, Yosys 0.63+post, stock flow scripts
make -C /OpenROAD-flow-scripts/flow DESIGN_CONFIG=/design/flow/config.mk WORK_HOME=/design/flow/orfs finish

===== flow/config.mk =====
export PLATFORM = sky130hd
export DESIGN_NAME = CalcMax
export DESIGN_NICKNAME = CalcMax
export VERILOG_FILES = /design/flow/design.v
export SDC_FILE = /design/flow/constraint.sdc
export NUM_CORES = 4
export LEC_CHECK = 1
export CORE_UTILIZATION = 50

===== flow/constraint.sdc =====
current_design CalcMax

set clk_period 21.1
set clk_io_pct 0.2

create_clock -name clk0 -period $clk_period

set non_clock_inputs [all_inputs -no_clocks]
set_input_delay [expr $clk_period * $clk_io_pct] -clock clk0 $non_clock_inputs
set_output_delay [expr $clk_period * $clk_io_pct] -clock clk0 [all_outputs]

==> flow_metrics.tcl <==
# place-and-route summary
set metrics [dict create \
    outcome "completed" \
    pwr-share-comb_pct 100.0 \
    cts_hold_buf 0 \
    cpMaxStageDelayCell "a21oi_4" \
    grt_usage_pct 24.60 \
    post_cts_buffers 0 \
    worstPathArrival_ps 10950 \
    synth_chip_area_um2 3882 \
    finalWirelength_um 9761 \
    pin_count 131 \
    grt_pass1_wl_um 16450 \
    top_cells_by_area "ha_1 (36%), mux2i_1 (21%), inv_1 (9.9%), mux2_2 (4.9%), a21oi_1 (4.9%)" \
    drtAntennaViolNets 0 \
    setup-tns-final_ps 0 \
    die-area_um2 8122 \
    nClkBuffers 0 \
    slew_headroom_pct 48.73 \
    yosys_cells 485 \
    peakVddDrop_uv 20.73 \
    start_kind "input pin" \
    final_cells 709 \
    hold_slack_ps 10090 \
    drc 0 \
    dr.first_iter.drc_count 56 \
    antenna_found_initial 0 \
    drtPass1Iterations 4 \
    grt_max_degree 19 \
    rows 31 \
    tightestPinTransition_ps 767.3 \
    fp.dieW_um 90.12 \
    regArea_um2 0 \
    fp_util_pct 52.68 \
    synth_cell_types 28 \
    internal_power_uw 93.39 \
    final_layout_size_suffix_gt1_share_pct 5.082 \
    hold_path.class "in2out" \
    warning_count 33 \
    grt_pass1_vias 3746 \
    ys_warn_count 1 \
    post_cts_resized 0 \
    finalMaxSlewViolations 0 \
    finalSetupViolations 0 \
    endpoint_kind "primary output" \
    hold_viol_final 0 \
    fp.coreArea_um2 7370 \
    max-cap-violations 0 \
    flops 0 \
    detail_route.wl_per_cell_um 13.77 \
    design_area_um2 5259 \
    p_leak_nw 2.669 \
    required_ps 16880 \
    period_minus_slack_ps 15170 \
    syn_inst 485 \
    area_growth_syn_to_layout_pct 35.45 \
    top_cell_area_share_pct 36.09 \
    n_fill_cell 611 \
    vias_per_cell 5.303 \
    swShare_pct 48.16 \
    crit_path_cell_trace "clkdlybuf4s50_1, inv_1, ha_1, a21oi_1, o21ai_0, a221oi_1, or2_2, a21oi_4, mux2i_1, inv_1, ha_1, nand4_1, a2111oi_0, nor3_1, a21oi_4, mux2_2, ha_1, nand4_1, nor3_1, o21a_1, nor3_1, a21oi_1, mux2_2, clkdlybuf4s50_1" \
    yosys.area.top_type "ha_1" \
    critical_path.max_stage_delay_ps 630 \
    power.density_nw_per_um2 34.26 \
    finalClockPeriodUsage_pct 71.91 \
    synthesis.area_um2 3882 \
    hold_depth 7 \
    p_sw_uw 86.75 \
    dp_cells 709 \
    critical_path.max_fanout 18 \
    synth_seq_share_pct 0 \
    rsz0062_at_grt "no" \
    p_clk_share_pct 0 \
    io_buffers 131 \
    post-dp-hpwl_um 8990 \
    gp_congestion 0.8520 \
    die_h_um 90.12 \
    n_antenna_cell 0 \
    overflow 0 \
    avgSynthCellArea_um2 8.005 \
    fmax_ghz 0.06591 \
    num_vias 3760 \
    seq_power_share_pct 0 \
    path_class "in2out" \
    dpl-instance-area_um2 5259 \
]
-- area by class of cell --
class / count / area, um2 / share of cell area, %
inverters: 102 / 382.9 / 7.281
multi-input cells: 376 / 3433 / 65.29
well taps: 99 / 123.9 / 2.355
repair buffers: 132 / 1319 / 25.08
-- power by group through the flow --
stage | sequential [mW] | combinational [mW] | clock (mW)
after CTS | 0 | 0.181 | 0
after global routing | 0 | 0.204 | 0
final | 0 | 0.180 | 0
-- per-stage QoR --
stage	setup WS [ps]	power, mW	utilization, %
2_1_floorplan	7965	0.1204	-
6_report	5927	0.1801	71.36
3_5_place_dp	5868	0.1800	71.36
4_1_cts	5859	0.1810	71.36
3_3_place_gp	5865	0.1769	71.36
5_1_grt	5481	0.2044	71.36
-- per-layer routing --
layer | share of wire [%] | wire length, um | vias to the layer above | global-route usage, %
met5 | 0 | 0 | - | 0
met4 | 1.5 | 148 | 0 | 3.360
met3 | 4.1 | 397 | 10 | 1.976
met2 | 47 | 4566 | 96 | 44.59
met1 | 48 | 4648 | 1628 | 32.42
li1 | - | - | 2026 | -
-- cells in the mapped netlist, drive strengths merged --
cell	number
ha	112
a31oi	1
o21a	1
nand3	13
a221oi	6
inv	102
o211ai	7
mux2	17
mux2i	83
nand2	16
a21boi	6
nor2	2
nand4	27
a21oi	43
o21ai	9
or2	6
a2111oi	6
nor2b	7
nor4	6
nor3	8
buf	7
-- logic make-up after synthesis --
kind of cell             synth area share [%]
AND-OR/OR-AND                           14.05
adder cells (fa/ha/maj)                 36.09
buffers and inverters                   11.67
multiplexers                            26.33
AND/OR/NAND/NOR                         11.86
-- critical path: cells and delay by family --
kind	cells	cell delay (ps)
adders and majority gates	3	920
muxes	3	1120
and+or+nand+nor	6	1090
buffers and inverters	4	1000
AOI/OAI and AO/OA	8	2600
-- layout by cell type (no fill, tap or decap) --
cell and instances:
nor4_1 6, nand2_1 16, a31oi_1 1, o21ai_1 1
nand4_1 27, mux2_2 17, mux2i_1 83, a21oi_2 1
a2111oi_2 2, a21oi_4 5, a21boi_0 6, nand3_1 13
clkdlybuf4s50_1 131, nor2b_1 7, a2111oi_0 4, inv_1 102
nor2_1 2, or2_2 5, o21ai_0 8, o21a_1 1
buf_4 1, o211ai_1 7, or2_1 1, a21oi_1 37
ha_1 112, nor3_1 8, a221oi_1 6
-- final timing paths --
kind                      from     endpoint  slack, ps
hold / removal    Counters[79]  MaxValue[2]      10090
setup / recovery  Counters[37]  MaxValue[1]       5930
Power is estimated from default activity; no workload was simulated.
